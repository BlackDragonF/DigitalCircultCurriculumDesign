### ./design.v
module frequency_divider (input clock,
                          output reg new_clock);
reg [14:0] counter;
initial
begin
  counter = 0;
  new_clock = 0;
end
always @ (posedge clock)
begin
  counter <= counter + 1;
  if (counter == 16383)
  begin
    counter <= 0;
    new_clock <= ~new_clock;
  end
end
endmodule
module hello_printer (input switch,
                      input clock,
                      output reg [7:0] seq,
                      output reg [7:0] an);
parameter character_h = 8'b10010001,
          character_e = 8'b01100001,
          character_l = 8'b11100011,
          character_o = 8'b00000011;
parameter A0 = 8'b11111110,
          A1 = 8'b11111101,
          A2 = 8'b11111011,
          A3 = 8'b11110111,
          A4 = 8'b11101111;
reg [2:0] count;
initial
begin
    count = 0;
end
always @ (posedge clock)
begin
  if (switch)
  begin
    case (count)
    0: begin seq <= character_h; an <= A0; end
    1: begin seq <= character_e; an <= A1; end
    2: begin seq <= character_l; an <= A2; end
    3: begin seq <= character_l; an <= A3; end
    4: begin seq <= character_o; an <= A4; end
    default: begin seq <= character_h; an <= A0; end
    endcase
    if (count == 5) count <= 0; else count <= count + 1;
  end
  else
  begin
    seq <= 8'b11111111;
    an <= 8'b11111111;
  end
end
endmodule
module fin_printer (input switch,
                   input clock,
                   output reg [7:0] seq,
                   output reg [7:0] an);
parameter character_f = 8'b01110001,
         character_i = 8'b11011111,
         character_n = 8'b11010101;
parameter A5 = 8'b11011111,
         A6 = 8'b10111111,
         A7 = 8'b01111111;
reg [2:0] count;
initial
begin
 count = 0;
end
always @ (posedge clock)
begin
if (switch)
 begin
   case (count)
   0: begin seq <= character_f; an <= A5; end
   1: begin seq <= character_i; an <= A6; end
   2: begin seq <= character_n; an <= A7; end
   default: begin seq <= character_f; an <= A5; end
   endcase
   if (count == 3) count <= 0; else count <= count + 1;
 end
 else
 begin
   seq <= 8'b11111111;
   an <= 8'b11111111;
 end
end
endmodule
module digit_printer (input switch,
                      input clock,
                      input [4:0] val,
                      output reg [7:0] seq,
                      output reg [7:0] an);
parameter digit_0 = 8'b00000011,
          digit_1 = 8'b10011111,
          digit_2 = 8'b00100101,
          digit_3 = 8'b00001101,
          digit_4 = 8'b10011001,
          digit_5 = 8'b01001001,
          digit_6 = 8'b01000001,
          digit_7 = 8'b00011111,
          digit_8 = 8'b00000001,
          digit_9 = 8'b00001001,
          non_digit = 8'b11111111;
parameter A5 = 8'b11011111,
           A6 = 8'b10111111,
           A7 = 8'b01111111;
reg [2:0] count;
reg half;
reg [3:0] low_bit;
reg [3:0] high_bit;
reg [7:0] small_digit;
reg [7:0] low_digit;
reg [7:0] high_digit;
initial
begin
  count = 0;
end
always @ (val)
begin
  low_bit = val[3:0] % 10;
  high_bit = val[3:0] / 10;
  half = val[4:4];
end
always @ (high_bit)
begin
  case (high_bit)
  0: high_digit = non_digit;
  1: high_digit = digit_1;
  2: high_digit = digit_2;
  3: high_digit = digit_3;
  4: high_digit = digit_4;
  5: high_digit = digit_5;
  6: high_digit = digit_6;
  7: high_digit = digit_7;
  8: high_digit = digit_8;
  9: high_digit = digit_9;
  default: high_digit = non_digit;
  endcase
end
always @ (low_bit)
begin
  case (low_bit)
  0: low_digit = digit_0;
  1: low_digit = digit_1;
  2: low_digit = digit_2;
  3: low_digit = digit_3;
  4: low_digit = digit_4;
  5: low_digit = digit_5;
  6: low_digit = digit_6;
  7: low_digit = digit_7;
  8: low_digit = digit_8;
  9: low_digit = digit_9;
  default: low_digit = non_digit;
  endcase
  low_digit = low_digit & 8'b11111110;
end
always @ (half)
begin
  case (half)
  0: small_digit <= digit_0;
  1: small_digit <= digit_5;
  endcase
end
always @ (posedge clock)
begin
  if (switch)
  begin
    case (count)
    0: begin seq <= high_digit; an <= A5; end
    1: begin seq <= low_digit; an <= A6; end
    2: begin seq <= small_digit; an <= A7; end
    default: begin seq <= high_digit; an <= A5; end
    endcase
    if (count == 3) count <= 0; else count <= count + 1;
  end
  else
  begin
    seq <= 8'b11111111;
    an <= 8'b11111111;
  end
end
endmodule
module bi_printer (input [7:0] seq1,
                  input [7:0] an1,
                  input [7:0] seq2,
                  input [7:0] an2,
                  input clock,
                  output reg [7:0] seq,
                  output reg [7:0] an);
reg [4:0] count;
always @ (posedge clock)
begin
  if (count < 9) begin seq <= seq1; an <= an1; end
  else if (count < 18) begin seq <= seq2; an <= an2; end
   if (count == 18) count <= 0; else count <= count + 1;
end
endmodule
module top_module (input clock,
                   input reset,
                   input op_start,
                   input goods_mark,
                   input val_mark,
                   input coin_confirm,
                   input cancel_flag,
                   output reset_led,
                   output hold_led,
                   output coin_led,
                   output drinktk_led,
                   output charge_led,
                   output reg [7:0] seq,
                   output reg [7:0] an);
wire [4:0] coin_val;
wire [4:0] goods_val;
wire [4:0] goods_val_now;
wire hold_ind;
wire coin_ind;
wire drinktk_ind;
wire charge_ind;
wire [4:0] charge_val;
wire new_clock;
wire [7:0] seq1;
wire [7:0] seq2;
wire [7:0] seq3;
wire [7:0] seq4;
wire [7:0] seq5;
wire [7:0] seq2_3;
wire [7:0] an1;
wire [7:0] an2;
wire [7:0] an2_3;
wire [7:0] an3;
wire [7:0] an4;
wire [7:0] an5;
wire drinktk_signal;
wire charge_signal;
frequency_divider devider(clock, new_clock);
main_controller controller(reset, clock, op_start, coin_val, goods_val, cancel_flag, drinktk_signal, charge_signal, hold_ind, coin_ind, drinktk_ind, charge_ind, goods_val_now, charge_val);
coin_inserter inserter(hold_ind, (hold_ind | coin_ind) & (~drinktk_ind) & (~charge_ind) , coin_confirm, val_mark, coin_val);
goods_picker picker(goods_mark, goods_val);
hello_printer hello((~hold_ind & reset), new_clock, seq1, an1);
digit_printer goods(((hold_ind | coin_ind) & (~charge_ind) & (~drinktk_ind)), new_clock, goods_val_now, seq2, an2);
bi_printer goods_coin(seq2, (~((~an2) >> 5)), seq3, an3, new_clock, seq2_3, an2_3);
digit_printer coin(coin_ind, new_clock, coin_val, seq3, an3);
digit_printer charge(charge_ind, new_clock, charge_val, seq4, an4);
fin_printer fin(drinktk_ind, new_clock, seq5, an5);
delay_timer drinktk_timer(drinktk_ind, clock, drinktk_signal);
delay_timer charge_timer(charge_ind, clock, charge_signal);
assign reset_led = reset;
assign hold_led = hold_ind;
assign coin_led = coin_ind;
assign drinktk_led = drinktk_ind;
assign charge_led = charge_ind;
always @ (*)
begin
  seq = ~((~seq1) | (~seq2_3) | (~seq4) | (~seq5));
  an = ~((~an1) | (~an2_3) | (~an4) | (~an5));
end
endmodule
module coin_inserter (input reset,
                    input switch,
                    input coin_confirm,
                    input val_mark,
                    output reg [4:0] coin_val);
initial
begin
  coin_val = 0;
end
always @ (negedge reset or posedge coin_confirm)
begin
  if (!reset) coin_val <= 0;
  else
  begin
    if (switch == 1)
    begin
      if (val_mark == 0)
          coin_val <= coin_val + 1;
      else
          coin_val <= coin_val + 10;
    end
  end
end
endmodule
module goods_picker (input goods_mark,
                  output reg [4:0] goods_val);
always @ (goods_mark)
begin
  if (goods_mark == 0)
    goods_val = 18;
  else
    goods_val = 5;
end
endmodule
module main_controller (input reset,
                input clock,
                input op_start,
                input [4:0] coin_val,
                input [4:0] goods_val,
                input cancel_flag,
                input drinktk_signal,
                input charge_signal,
                output reg hold_ind,
                output reg coin_ind,
                output reg drinktk_ind,
                output reg charge_ind,
                output reg [4:0] goods_val_now,
                output reg [4:0] charge_val);
reg [4:0] current_state, next_state;
reg [31:0] count;
wire delay_signal;
initial
begin
    goods_val_now = 0;
    count = 0;
end
parameter S0 = 5'b00000,
          S1 = 5'b10000,
          S2 = 5'b01000,
          S3 = 5'b00100,
          S4 = 5'b00010,
          S5 = 5'b00001;
always @ (posedge clock or negedge reset)
begin
  if (!reset)
    current_state <= S0;
  else
    current_state <= next_state;
end
always @ (*)
begin
  next_state = S0;
  case (current_state)
    S0: begin
      if (reset == 1)
        next_state = S1;
    end
    S1: begin
      if (op_start == 1)
      begin
        next_state = S2;
        goods_val_now = goods_val;
      end
      else
        next_state = S1;
    end
    S2: begin
      if (coin_val != 4'b0000)
        next_state = S3;
      else if (cancel_flag == 1)
        next_state = S5;
      else
        next_state = S2;
    end
    S3: begin
      if (cancel_flag == 1)
        next_state = S5;
      else if ((coin_val[3:0] > goods_val_now[3:0]) || ((coin_val[3:0] == goods_val_now[3:0] && (goods_val_now[4:4] == 0))))
        next_state = S4;
      else
        next_state = S3;
    end
    S4: begin
      if (drinktk_signal)
        begin
        if ((coin_val[3:0] - goods_val_now[3:0] == 4'b0000) && (goods_val_now[4:4] != 1))
          next_state = S1;
        else
          next_state = S5;
        end
      else
        next_state = S4;
    end
    S5: begin
      if (charge_signal)
        next_state = S1;
      else
        next_state = S5;
    end
    default:  begin
      next_state = S0;
    end
  endcase
end
always @ (posedge clock or negedge reset)
begin
  if (!reset) begin
    hold_ind <= 0;
    coin_ind <= 0;
    drinktk_ind <= 0;
    charge_ind <= 0;
    charge_val <= 0;
  end
  else begin
    case (next_state)
      S2: begin hold_ind <= 1; end
      S3: coin_ind <= 1;
      S4: begin drinktk_ind <= 1; coin_ind <= 0; end
      S5: begin
        drinktk_ind <= 0;
        coin_ind <= 0;
        charge_ind <= 1;
        if (coin_val[3:0] > goods_val_now[3:0])
          if (goods_val_now[4:4] == 1)
            charge_val = (coin_val[3:0] - goods_val_now[3:0] - 1) | 5'b10000;
          else
            charge_val = coin_val - goods_val_now;
        else
          charge_val <= coin_val;
      end
      default:  begin
        hold_ind <= 0;
        coin_ind <= 0;
        drinktk_ind <= 0;
        charge_ind <= 0;
        charge_val <= 0;
      end
    endcase
  end
end
endmodule
module delay_timer (input start,
		            input clock,
		            output reg signal);
reg [31:0] count;
reg wake;
initial
begin
  signal = 0;
end
always @ (start)
begin
  if (start == 1)
    wake = 1;
  else
    wake = 0;
end
always @ (posedge clock)
begin
  if (wake == 1)
  begin
    signal <= 0;
    count <= count + 1;
  end
  if (count >= 400000000)
  begin
    signal <= 1;
    count <= 0;
  end
end
endmodule
### ./run.sh
#!/bin/bash
# OpenROAD 26Q1-2900-gdf79404cd8, Yosys 0.63+post, stock flow scripts
make -C /OpenROAD-flow-scripts/flow DESIGN_CONFIG=/design/flow/config.mk WORK_HOME=/design/flow/orfs finish
### ./config.mk
export PLATFORM = sky130hd
export DESIGN_NAME = top_module
export DESIGN_NICKNAME = top_module
export VERILOG_FILES = /design/flow/design.v
export SDC_FILE = /design/flow/constraint.sdc
export NUM_CORES = 4
export LEC_CHECK = 1
export CORE_UTILIZATION = 40
### ./constraint.sdc
current_design top_module

set clk_period 1.0
set clk_io_pct 0.2

create_clock -name clk0 -period $clk_period [get_ports {clock}]
create_clock -name clk1 -period $clk_period [get_ports {coin_confirm}]

set non_clock_inputs [all_inputs -no_clocks]
set_input_delay [expr $clk_period * $clk_io_pct] -clock clk0 $non_clock_inputs
set_output_delay [expr $clk_period * $clk_io_pct] -clock clk0 [all_outputs]
==> metrics.yaml <==
worst_r2r_path_depth: 9
utilization: 0.579
port_buffers: 26
untimed_endpoints: 126
cts_tree: "yes"
place_hpwl_um: 12200
ys_top_logic_family: "simple AND/OR/NAND/NOR gates"
critical-path-slowest-cell: "or4b_4"
crit_required_ns: 1.26
grtUsageTotal: 0.168
die_h_um: 148
endpoint: "controller.charge_val[1]"
start_kind: "register"
cpLargestDelayFamily: "simple AND/OR/NAND/NOR gates"
setup_ws_ns: -1.23
leakage_nw: 4.67
routabilityCongestion: 0.883
timing.setup.tns_ns: -56.48
crit_buf_inv: 1
rows: 52
cp_num_cells: 9
die_w_um: 148
status: "finished, violations left"
final_cells: 1368
synth-xor-area-share: 0.0774
synth-main-ff-cell: "dfxtp_1"
fp_util: 0.414
compound_area_frac: 0.100
worstSetupStartpoint: "inserter.coin_val[0]"
hold_viol_final: 14
netlist_area_um2: 8490
post_synth.cell_area_avg_um2: 9.53
worstMarginPinSlew_ns: 0.661
path_max_fanout: 6
max-slew-margin-rel: 0.559
synth_cell_type_count: 67
fin_worst_skew_ns: 0.00808
ys_cells: 891
chip_area_um2: 21800
ys_sh_simple: 0.198
wire_per_inst_um: 12.5
grt_antenna_before_repair: 0
edf_count: 30
rr_endpoint: "controller.charge_val[1]"
async_flop_share: 0.109
power_density_nw_per_um2: 1390
place_worst_setup_slack_ns: -1.40
yosys_register_bits: 183
dr.pass1.iters: 4
cpPeakStageDelay_ns: 0.55
grt_pass1_wl_um: 29000
ir_drop_mv: 1.82
yosys_warnings: 10
core_area_um2: 20500
drtIter0Drc: 285
rrSetupSlack_ns: -1.23
grt_max_degree: 80
via_per_inst: 4.76
final_max_slew_viol_count: 0
syn2layout_area_growth_pct: 39.7
warnings: 64
ys_chip_area_um2: 8490
placed_area_um2: 10400
drv_cap: 0
antenna_cells: 0
crit_chain: "inv_4 -> ha_4 -> fa_2 -> nor2b_4 -> o31a_1 -> nor2_4 -> a211oi_2 -> or4b_4 -> o22ai_1"
p_total_mw: 16.5
adder_share: 0.0858
place_inst: 1317
routed_wirelength_um: 17100
r2r_start: "inserter.coin_val[0]"
rsz0062_at_grt: "yes"
grt_pass1_vias: 6138
clk_pin_slew_worst_paths_ns: 0.06
ioPinCount: 28
min_path_type: "primary input to async pin"
grt.overflow.total: 0
drc: 0
drtAntennaViolNets: 0
arrival_ns: 2.49
finalSetupViolations: 98
cts_hold_buf: 2
endpoint_kind: "register"
final_layout_size_suffix_gt1_frac: 0.359
critPathKind: "register to register"
holdWs_ns: -0.110
postLayoutCellArea_um2: 11900
muxShareOfSynthArea: 0.0178
unclocked_regs: 81
vias: 6513
netlist_instances: 891
failed_checks: "negative hold slack, negative setup slack"
-- cells in the mapped netlist (all sizes together) (3+ instances only) --
library cell  count  area [µm²]
dfxtp           131        2620
nor2            126         473
nand2            62         233
inv              58         220
ha               55         688
o21ai            42         210
xnor2            41         359
xor2             34         298
a21oi            32         160
nand3            32         160
edfxtp           30         901
and3             23         144
dfrtp            19         475
nand4            18         113
nor2b            17         114
clkbuf           15        56.3
a31oi            11        68.8
buf              11        85.1
and2             10        62.6
and4             10        87.6
nor3             10        50.1
mux2              9         101
a21o              8        60.1
o211ai            8        60.1
nand2b            7        43.8
o22ai             7        43.8
or2               7        43.8
mux2i             5        50.1
nand3b            5        37.5
a21boi            3        22.5
nor4              3        18.8
o31ai             3        22.5
or3               3        18.8
-- power by group --
part           switching (mW)  total (mW)  leakage [nW]  internal (mW)
Sequential              0.360        4.80          1.66           4.44
Clock                    1.51        4.48         0.200           2.97
Combinational            3.68        7.21          2.81           3.53
Total                    5.55        16.5          4.67           10.9
-- timing repair --
item                                    4_1_cts  5_1_grt
gates resized                               107      108
gates cloned                                  1        0
endpoints found under the setup margin       99      112
hold endpoints to repair                     14       14
pin swaps                                    57       41
setup buffers                                30       12
-- worst min-delay path, stage by stage --
cell and delay (ns):
buf_6 0.08, buf_12 0.08, buf_4 0.23
-- worst min path at each step --
stage,start,endpoint,slack [ns],cells past startpoint
after CTS,reset,controller.current_state[0],0.20,4
final,reset,controller.current_state[3],-0.11,3
after global routing,reset,controller.current_state[5],-0.11,3
-- flip-flops by register name (all words and copies together) (netlist names), 5 cells and up --
| register | count |
|---|---|
| hello.seq | 5 |
| inserter.coin_val | 5 |
| goods_coin.count | 5 |
| charge_timer.count | 32 |
| charge.seq | 8 |
| hello.an | 5 |
| drinktk_timer.count | 32 |
| goods_coin.an | 6 |
| devider.counter | 15 |
| goods.seq | 8 |
| controller.current_state | 6 |
| goods_coin.seq | 8 |
| controller.charge_val | 5 |
| coin.seq | 8 |
-- cell usage in the layout, fill, tap and decap left out, types with 7 or more instances in the layout --
master and instances:
xnor2_2 12, clkdlybuf4s50_1 21, o21ai_0 31, nand2_2 8, nor2_2 21, nand2_1 54, buf_6 33, nor2_4 30
buf_4 145, edfxtp_1 30, nand4_1 18, ha_1 46, mux2_2 9, a31oi_1 10, nand3_1 21, nand3_2 8
and3_4 7, dfxtp_1 117, clkbuf_16 12, o211ai_1 8, nor2_1 75, and2_1 7, xor2_1 32, dfrtp_1 14
and4_1 8, dfxtp_2 14, a21oi_1 28, a21o_1 8, inv_1 52, xnor2_1 29, and3_1 16, nor2b_1 14
-- routing by layer --
| metal | share of wire | wire, µm | global-route usage | vias up |
|---|---|---|---|---|
| met5 | 0 | 0 | 0 | - |
| met4 | 0.0037 | 63 | 0.00979 | 0 |
| met2 | 0.43 | 7350 | 0.247 | 83 |
| met3 | 0.032 | 550 | 0.0283 | 5 |
| met1 | 0.53 | 9140 | 0.282 | 2991 |
| li1 | - | - | - | 3434 |
-- layout make-up --
class / instances / area (µm²)
fill: 1670 / 8630
multi-input combinational: 629 / 5000
sequential: 183 / 4080
timing repair buffer: 208 / 1810
tap: 270 / 338
clock buffer: 15 / 312
inverter: 58 / 225
clock inverter: 5 / 103
-- kinds of logic after synthesis --
family / Yosys count
AOI/OAI and AO/OA: 136
xor gates and xnor gates: 75
adders and majority gates: 57
buffers and inverters: 84
DFF: 181
latches: 2
muxes: 14
other: 1
and+or+nand+nor: 341
No activity file was given, so power comes from the tool's default toggle rates.
